===== run.sh =====
#!/bin/bash
# OpenROAD 26Q1-2900-gdf79404cd8, Yosys 0.63+post, stock flow scripts
make -C /OpenROAD-flow-scripts/flow DESIGN_CONFIG=/design/flow/config.mk WORK_HOME=/design/flow/orfs finish

===== config.mk =====
export PLATFORM = sky130hd
export DESIGN_NAME = UnidadControl
export DESIGN_NICKNAME = UnidadControl
export VERILOG_FILES = /design/flow/design.v
export SDC_FILE = /design/flow/constraint.sdc
export NUM_CORES = 4
export LEC_CHECK = 1
export CORE_AREA = 10 10 70 70
export DIE_AREA = 0 0 80 80

===== constraint.sdc =====
current_design UnidadControl

set clk_period 2.3
set clk_io_pct 0.2

create_clock -name clk0 -period $clk_period [get_ports {clk}]

set non_clock_inputs [all_inputs -no_clocks]
set_input_delay [expr $clk_period * $clk_io_pct] -clock clk0 $non_clock_inputs
set_output_delay [expr $clk_period * $clk_io_pct] -clock clk0 [all_outputs]

===== design.v =====
`timescale 1ns / 1ps
module UnidadControl(
	input clk, reset, xs,
	output reg fin,Wa,Wb,Wc,Wt,Wac,Ra,Rb,Rc,Rac,S,R   
    );
	parameter [3:0] S0 =4'd0,
					S1 =4'd1,
					S2 =4'd2,
					S3 =4'd3,
					S4 =4'd4,
					S5 =4'd5,
					S6 =4'd6,
					S7 =4'd7,
					S8 =4'd8,
					S9 =4'd9,
					S10=4'd10, 
					S11=4'd11;
	reg [2:0] current_state,next_state;  
	always @(posedge clk,posedge reset)
		if(reset)
			current_state<=S0;
		else
			current_state<=next_state;
	always @(*)
		begin
			{fin,Wa,Wb,Wc,Wt,Wac,Ra,Rb,Rc,Rac,S,R} =0;   
			case(current_state)
				S0:
					if(xs)
						next_state=S1;
					else
						next_state=S0;
				S1:
				begin
					{Ra, Wt}=1;		 
					next_state=S2;
				end
				S2:
				begin
					{Ra,S,Wac}=1;		 
					next_state=S3;
				end
				S3:
				begin
					{Wc,Rac}=1;		 
					next_state=S4;
				end
				S4:
				begin 
					{Rb,Wt}=1;		 
					next_state=S5;
				end
				S5:
				begin
					{Wac,Rb,S}=1;		 
					next_state=S6;
				end
				S6:
				begin 
					{Rac,Wa}=1;		 
					next_state=S7;
				end
				S7:
				begin
					{Wt,Rc}=1;		 
					next_state=S8;
				end
				S8:
				begin
					{Wt,Rc}=1;		 
					next_state=S9;
				end
				S9:
				begin
					{Wac,Ra,S}=1;		 
					next_state=S10;
				end
				S10:
				begin
					{Rac,Wc}=1;		 
					next_state=S11;
				end
				S11:
				begin 
					fin=1;
					next_state=S0; 			 
				end
			endcase
		end
endmodule

==> out/qor_table.md <==
| Parameter | Reported | Unit |
|---|---|---|
| Total clock buffers created by CTS | 3 | - |
| Proportion of synthesized chip area in sequential cells | 0.6169 | - |
| Wirelength, routed | 775 | um |
| Fin area | 541.8 | sq um |
| Synthesized area per cell | 12.09 | sq um |
| Die Y-Extent | 80 | um |
| Critical Path Max Stage Delay | 500 | ps |
| Most area-hungry cell type in the Yosys netlist | sky130_fd_sc_hd__dfrtp_1 | - |
| Post-DR vias/cell | 2.609 | - |
| Worst min-delay path class | register to register | - |
| Maximum net fanout on the critical path | 5 | - |
| Grt ovf | 0 | - |
| Top area cells in the synthesized netlist | sky130_fd_sc_hd__dfrtp_1, sky130_fd_sc_hd__buf_4, sky130_fd_sc_hd__dfstp_2 | - |
| Count of clock tree sinks | 8 | - |
| Die outline width | 80 | um |
| Regs by FF count | current_state: 8 flops | - |
| Clock tree from TritonCTS | built | - |
| Worst-skew pair later-pin latency | 260 | ps |
| Global routing usage summed across all routing layers | 0.02585 | - |
| Chip Footprint | 0.006400 | sq mm |
| Hold Vio Cnt, Final | 0 | - |
| Worst Path Buf+Inv | 1 | - |
| Std cell rows | 21 | - |
| Number of standard cells reported by yosys | 27 | - |
| Category of the critical setup timing path | register to output pin | - |
| Antenna Diode Count | 0 | - |
| Core box area | 0.003416 | sq mm |
| Count of yosys warnings during synthesis | 1 | - |
| Maximum number of pins on one net before global-route repair | 9 | - |
| Io pins | 15 | - |
| Root buf cell | sky130_fd_sc_hd__clkbuf_4 | - |
| Remaining number of nets flagged by the antenna check after routing | 0 | - |
| Worst clock skew | 8.610 | ps |
| Max-slew violation count | 0 | - |
| First-pass GRT wire length | 1283 | um |
| Quantity of I/O buffers inserted on ports | 8 | - |
| Type of element launching the critical path | register | - |
| Distinct lib cells | 12 | - |
| Area taken by flip-flops and latches | 203.9 | sq um |
| Via count of the first global-routing pass | 262 | - |
| Number of antenna violations at the first check in global routing | 0 | - |
| Worst IR drop on VDD | 0.2286 | mV |
| Starting utilization of the core area | 0.09560 | - |
| Worst EP required | 1840 | ps |
| Final Critical Period | 2265 | ps |
| Post-CTS Hold Buffers | 0 | - |
| Number of fillers in the final layout | 392 | - |
| Post-Place Cells | 80 | - |
| Placed cell areas | 437.9 | sq um |
| Tool warnings | 27 | - |
| Max-cap check violation count | 0 | - |
| Count of routing violations after the opening detailed-route iteration | 13 | - |
| Length of the first detailed-routing pass in iterations | 2 | - |
| Synthesized netlist cell count | 27 | - |
| Clock transition time at the flip-flop clock pins of the worst setup and hold paths | 50 | ps |
| Area taken by multi-input logic gates | 138.9 | sq um |
| Slowest CP cell | sky130_fd_sc_hd__clkdlybuf4s50_1 | - |
| Proportion of layout cells with a drive suffix above 1 | 0.4390 | - |
| Total cell area reported by yosys after synthesis | 326.6 | sq um |
| Top area contributor share | 0.5364 | - |
| Critical path cell sequence | or3_4 -> nor4_2 -> clkdlybuf4s50_1 | - |
| Hpwl dp | 630.5 | um |
| Max FFs per register | 8 | - |
| Result of the run | completed | - |
| Top reg by flops | current_state | - |
| CTS H-Tree Depth | 1 | - |
| Arrival @ worst endpoint | 1810 | ps |
| #FFs+latches synth | 8 | - |
| Final weighted congestion in routability-driven placement | 0.6312 | - |
| RSZ-0062 raised after global routing | yes | - |
| Clk buf depth | 2 | - |
| Setup slack of the most critical reg-to-reg path | 1490 | ps |
| Setup violators final | 0 | - |
| Vias after detailed routing | 227 | - |
| Routed wirelength normalized by instance count | 8.908 | um |
| Synth-to-Final Area Change | 65.90 | % |
| Critical Path End Type | output pin | - |
| Post-route non-filler standard cell count | 87 | - |
| Final worst-path cycle share | 0.9849 | - |
| Power density cells | 484.7 | mW/mm^2 |
| Cell area after technology mapping | 326.6 | sq um |
| Highest Clock Rate | 441.4 | MHz |
| Leakage power summed over all cells | 0.2511 | nW |
| Detailed-route DRC error count | 0 | - |
| Cell class contributing the biggest share of worst-path delay | simple AND/OR/NAND/NOR gates | - |
-- area by class of cell --
class,instances,share of cell area
clock buffers,4,0.04850
inverters,2,0.01386
multi-input cells,16,0.2564
flip-flops and latches,8,0.3764
well taps,46,0.1062
repair buffers,11,0.1986
-- layer usage --
metal,GRT usage,routed length (um),part of all wire
met5,0,0,0
met4,0.005282,9,0.012
met3,0.02273,156,0.20
met2,0.03291,291,0.38
met1,0.03176,317,0.41
-- cell families (layout without fill, tap and decap cells) --
| kind of cell | after synthesis | after routing | synth area share |
|---|---|---|---|
| AOI/OAI and AO/OA | 1 | 1 | 0.02682 |
| buffers and inverters | 8 | 17 | 0.1609 |
| DFF | 8 | 8 | 0.6169 |
| other | 1 | 6 | 0.01148 |
| and+or+nand+nor | 9 | 9 | 0.1839 |
-- placed cells by master, fill, tap and decap left out, drive strengths merged --
cell type	count
dfstp	1
nor2	1
a21o	1
nor4	4
and2	1
dfrtp	7
or3	2
dlymetal6s2s	2
conb	6
buf	3
inv	2
clkbuf	4
clkdlybuf4s50	6
or2	1
-- per-stage QoR --
step           TNS [ps]  total power [mW]  setup slack (ps)  hold WS (ps)  utilization
2_1_floorplan         0            0.1531             939.1         274.9            -
3_3_place_gp          0            0.1508             108.1         349.7       0.1282
3_5_place_dp          0            0.1509             113.3         363.1       0.1282
4_1_cts          -128.2            0.2673            -44.92         374.1       0.1410
5_1_grt          -103.8            0.2790            -55.97         392.1       0.1586
6_report              0            0.2626             34.66         370.2       0.1586
-- report_power, final --
part	total (mW)	switching (mW)	internal (mW)
clock	0.115	0.0482	0.0664
combinational	0.00704	0.00385	0.00319
sequential	0.141	0	0.141
total	0.263	0.0521	0.211
-- synth_stat cells (all sizes together) --
cell	n
buf	6
nor2	1
dfstp	1
and2	1
nor4	4
or2	1
or3	2
inv	2
conb	1
dfrtp	7
a21o	1
-- final timing paths --
path / end / depth (start not counted) / start
setup / recovery: Rac / 3 / current_state[0]
hold / removal: current_state[2] / 0 / current_state[4]
setup reg to reg: current_state[0] / 2 / current_state[7]
hold reg to reg: current_state[2] / 0 / current_state[4]
max in group asynchronous: current_state[0] / 2 / reset
min in group asynchronous: current_state[3] / 2 / reset
-- what timing repair did --
item,4_1_cts,5_1_grt
setup buffers,0,3
hold endpoints to repair,0,0
gates resized,3,8
pin swaps,1,0
setup endpoints to repair,4,4
Power and IR drop assume default switching activity.
